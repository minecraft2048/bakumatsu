==> flow/design.v <==
module top(input clk, input btn, output [7:0] led);
    localparam ctr_width = 24;
    localparam ctr_max = 2**ctr_width - 1;
    reg [ctr_width-1:0] ctr = 0;
    reg [9:0] pwm_ctr = 0;
    reg dir = 0;
    always@(posedge clk) begin
    ctr <= dir ? ctr - 1'b1 - btn: ctr + 1'b1 + btn;
        if (ctr[ctr_width-1 : ctr_width-3] == 0 && dir == 1)
            dir <= 1'b0;
        else if (ctr[ctr_width-1 : ctr_width-3] == 7 && dir == 0)
            dir <= 1'b1;
        pwm_ctr <= pwm_ctr + 1'b1;
    end
    reg [9:0] brightness [0:7];
    localparam bright_max = 2**10 - 1;
    reg [7:0] led_reg;
    genvar i;
    generate
    for (i = 0; i < 8; i=i+1) begin
       always @ (posedge clk) begin
            if (ctr[ctr_width-1 : ctr_width-3] == i)
                brightness[i] <= bright_max;
            else if (ctr[ctr_width-1 : ctr_width-3] == (i - 1))
                brightness[i] <= ctr[ctr_width-4:ctr_width-13];
             else if (ctr[ctr_width-1 : ctr_width-3] == (i + 1))
                 brightness[i] <= bright_max - ctr[ctr_width-4:ctr_width-13];
            else
                brightness[i] <= 0;
            led_reg[i] <= pwm_ctr < brightness[i];
       end
    end
    endgenerate
    assign led = led_reg;
endmodule
==> flow/run.sh <==
#!/bin/bash
# OpenROAD 26Q1-2900-gdf79404cd8, Yosys 0.63+post, stock flow scripts
make -C /OpenROAD-flow-scripts/flow DESIGN_CONFIG=/design/flow/config.mk WORK_HOME=/design/flow/orfs finish
==> flow/config.mk <==
export PLATFORM = sky130hd
export DESIGN_NAME = top
export DESIGN_NICKNAME = top
export VERILOG_FILES = /design/flow/design.v
export SDC_FILE = /design/flow/constraint.sdc
export NUM_CORES = 4
export LEC_CHECK = 1
export CORE_UTILIZATION = 40
==> flow/constraint.sdc <==
current_design top

set clk_period 5.4
set clk_io_pct 0.2

create_clock -name clk0 -period $clk_period [get_ports {clk}]

set non_clock_inputs [all_inputs -no_clocks]
set_input_delay [expr $clk_period * $clk_io_pct] -clock clk0 $non_clock_inputs
set_output_delay [expr $clk_period * $clk_io_pct] -clock clk0 [all_outputs]
==> impl_metrics.json <==
{
  "status": "finished, final reports clean",
  "fillers": 1345,
  "setup_viol": 0,
  "hold_violations": 0,
  "core_region_area_mm2": 0.0148,
  "max-cap-violations": 0,
  "place_inst": 838,
  "async_flop_share_pct": 0,
  "grt_pass1_vias": 4384,
  "cts-buffers-inserted": 17,
  "synth.avg_cell_area_um2": 9.04,
  "globalplace.congestion": 0.861,
  "final_area_mm2": 0.00685,
  "cp.arrival_ps": 3190,
  "power.leakage_nw": 2.95,
  "via_per_inst": 5.15,
  "max_slew_margin_pct": 53.0,
  "fp_util_pct": 41.5,
  "ant_nets": 0,
  "largest_reg_flops": 80,
  "ys_ff": 123,
  "ys_types": 50,
  "drive_above_1_share_pct": 7.01,
  "hold_class": "register to register",
  "final_layout_top_logic_cells": "dfxtp_1 (123), inv_1 (81), ha_1 (77)",
  "drc_errors": 0,
  "tightest_slew_ps": 702,
  "period_used_pct": 53.8,
  "ys.flop_type": "dfxtp_1",
  "vdd_drop_max_v": 0.000251,
  "post-cts-setup-buffers": 0,
  "edf_count": 0,
  "synthCells": 677,
  "grt_max_degree": 52,
  "fp.dieW_um": 126,
  "path_max_fanout": 8,
  "grt_pass1_wl_um": 21800,
  "dp_hpwl_um": 8400,
  "antenna_found_initial": 0,
  "yosysTopAreaCellShare_pct": 40.2,
  "critPathKind": "input pin to register",
  "stdcell_count": 869,
  "wl_um": 12800,
  "vias": 4475,
  "cp-end-kind": "register",
  "io_buffers": 9,
  "htreeDepth": 4,
  "io_pins": 10,
  "period_needed_ps": 2910,
  "antenna_cells_inserted": 0,
  "grt_util_all_layers_pct": 17.7,
  "top_regs": "brightness: 80 flops, ctr: 24 flops, pwm_ctr: 10 flops",
  "dr.first_iter.drc_count": 257,
  "slew_viol_final": 0,
  "fmax_ghz": 0.344,
  "firstDrtPassIters": 20,
  "fin_total_pwr_mw": 2.18,
  "cts_buffer_depth": 2,
  "cp.required_ps": 5680,
  "finalSetupTns_ps": 0,
  "synth.area.top_cells": "dfxtp_1 (40%), ha_1 (16%), inv_1 (5.0%), xnor2_1 (3.1%), a21oi_1 (3.1%)",
  "yosys_warnings": 2,
  "ctsHoldBuffers": 0,
  "top_area_cell": "dfxtp_1",
  "grt_overflow": 0,
  "ctsRootBufferMaster": "clkbuf_16",
  "warning_count": 26,
  "rsz0062_at_grt": "no",
  "die_h_um": 126,
  "clock_sinks": 123,
  "cp-start-kind": "input pin",
  "wl_per_cell_um": 14.7,
  "yosys_cells": 677,
  "cts_resized": 0,
  "syn_area_mm2": 0.00612,
  "num_rows": 44,
  "area_growth_pct": 11.9,
  "ys_seq_share_pct": 40.2,
  "fin_skew_ps": 5.72,
  "placed_area_mm2": 0.00629,
  "insertion_delay_ps": 410,
  "lay_top_count": "dfxtp_1",
  "top_register": "brightness",
  "ys_area_mm2": 0.00612,
  "dieArea_mm2": 0.0158,
  "fin_ws_ps": 2490,
  "power_density_mw_per_mm2": 318,
  "clk_pin_slew_ps": 50,
  "pre_cts_ws_ps": 2080,
  "cts_tree": "yes"
}
==> layout make-up <==
cell class	instances	area (µm²)	share of cell area, %
clock buffers	24	492	7.18
clock inverters	7	65.1	0.950
inverters	81	304	4.44
multi-input cells	437	3180	46.4
flip-flops and latches	123	2460	36.0
well taps	184	230	3.36
repair buffers	13	120	1.75
==> critical path, stage by stage <==
cell and delay, ps:
clkdlybuf4s50_1 450, inv_1 50, ha_1 220, inv_1 70, ha_1 200, nand2_4 60
or3b_1 560, nor3_2 270, a31oi_1 80, xnor2_1 150
==> layer usage <==
layer / vias to the layer above / GRT usage, % / share of wire (%)
met3: 8 / 3.90 / 5.2
met1: 2060 / 27.1 / 51
met4: 0 / 3.01 / 0.77
li1: 2328 / - / -
met5: - / 0 / 0
met2: 79 / 26.6 / 43
==> power breakdown <==
part	total, mW	switching, mW	leakage (nW)	internal [mW]
sequential	0.991	0.0491	0.993	0.941
combinational	0.138	0.0788	1.69	0.0596
clock	1.05	0.375	0.272	0.674
total	2.18	0.503	2.95	1.68
==> final timing paths <==
kind,end,depth (start not counted),slack [ps],start
max reg2reg,ctr[16],8,3380,ctr[0]
min,ctr[22],1,500,ctr[22]
min reg2reg,ctr[22],1,500,ctr[22]
max,ctr[16],10,2490,btn
==> stage by stage <==
| stage | hold slack (ps) | util [%] |
|---|---|---|
| floorplan | 468 | - |
| global placement | 491 | 42.6 |
| detailed placement | 498 | 42.6 |
| CTS | 510 | 46.4 |
| global route | 533 | 46.4 |
| finish | 503 | 46.4 |
==> kinds of logic after synthesis <==
family / count (synthesis) / share of synthesized area (%)
fa+ha+maj: 77 / 15.7
xor+xnor: 41 / 5.87
simple gates: 200 / 17.5
buf+inv: 117 / 7.87
mux: 1 / 0.164
compound gates: 118 / 12.6
flops: 123 / 40.2
==> synthesized netlist by cell type (9+ instances only) <==
cell       instances
a21oi_1           38
and3_1            21
clkbuf_1          26
dfxtp_1          123
ha_1              77
inv_1             81
nand2_1           42
nand2b_1          10
nand3_1           10
nand4_1           22
nor2_1            50
o21ai_0           24
o22ai_1           10
o2bb2ai_1          9
or3_1             11
xnor2_1           22
xor2_1            19
Power is estimated from default activity; no workload was simulated.
